`./design.v`:
```
module i2c_transmitter (
    input clk,
    input rst,
    inout master_sda,
    input master_scl,
    inout slave_sda,
    output reg slave_scl,
    output reg sda_dir_tap,  
    output reg start_stop_tap,  
    output reg incycle_tap  
);
parameter IDLE = 2'b00;
parameter START = 2'b01;
parameter TRANSMIT = 2'b10;
parameter STOP = 2'b11;
reg [1:0] state = IDLE;
reg [7:0] data_reg;
reg [2:0] bit_counter;  
reg sda_master_dir;  
reg sda_slave_dir;   
wire sda_master_in, sda_slave_in;
assign master_sda = sda_master_dir ? 1'bz : data_reg[7];  
assign slave_sda = sda_slave_dir ? 1'bz : data_reg[7];  
assign sda_master_in = master_sda;
assign sda_slave_in = slave_sda;
always @(posedge clk or posedge rst) begin
	if(rst) begin
        state <= IDLE;
        sda_master_dir <= 1'b1;  
        sda_slave_dir <= 1'b1;   
        bit_counter <= 0;
        slave_scl <= 1'b1;  
    end else begin
		case(state)
			IDLE: begin
                if (master_scl && !sda_master_in) begin
                    state <= START;
                    start_stop_tap <= 1'b1;
                end				
            end
            START: begin
                if (!master_scl && sda_master_in) begin  
                    state <= TRANSMIT;
                    sda_master_dir <= 1'b0;  
                    bit_counter <= 0;
                end				
            end
            TRANSMIT: begin
                if (bit_counter < 8) begin
                    if (master_scl) begin
                        data_reg <= data_reg << 1;  
                        bit_counter <= bit_counter + 1;
                    end
                end else begin
                    sda_master_dir <= 1'b1;  
                    state <= STOP;
                end				
            end
            STOP: begin
                if (master_scl && sda_master_in) begin
                    state <= IDLE;
                    start_stop_tap <= 1'b0;
                    incycle_tap <= 1'b0;
                end				
            end
        endcase				
    end		
end
endmodule
```
`./run.sh`:
```
#!/bin/bash
# OpenROAD 26Q1-2900-gdf79404cd8, Yosys 0.63+post, stock flow scripts
make -C /OpenROAD-flow-scripts/flow DESIGN_CONFIG=/design/flow/config.mk WORK_HOME=/design/flow/orfs finish
```
`./config.mk`:
```
export PLATFORM = sky130hd
export DESIGN_NAME = i2c_transmitter
export DESIGN_NICKNAME = i2c_transmitter
export VERILOG_FILES = /design/flow/design.v
export SDC_FILE = /design/flow/constraint.sdc
export NUM_CORES = 4
export LEC_CHECK = 1
export CORE_AREA = 10 10 70 70
export DIE_AREA = 0 0 80 80
```
`./constraint.sdc`:
```
current_design i2c_transmitter

set clk_period 2.1
set clk_io_pct 0.2

create_clock -name clk0 -period $clk_period [get_ports {clk}]

set non_clock_inputs [all_inputs -no_clocks]
set_input_delay [expr $clk_period * $clk_io_pct] -clock clk0 $non_clock_inputs
set_output_delay [expr $clk_period * $clk_io_pct] -clock clk0 [all_outputs]
```
==> flow_metrics.tcl <==
# yosys + openroad results
set metrics [dict create \
    i_o_pin_total 9 \
    clock.latency.late_pin_ns 0.23 \
    ys.warnings.count 4 \
    post_drt_wl_per_cell_um 5.64 \
    grt_pass1_vias 187 \
    worstSetupPathType "flip-flop to flip-flop" \
    initial_antenna_violation_count 0 \
    worstSetupEndpointType "flip-flop" \
    seq_area_frac_synth 0.302 \
    die_height_um 80 \
    dieArea_mm2 0.00640 \
    status "complete, no violations" \
    vias_per_cell 2.17 \
    critPathBufInv 1 \
    drive_above_1_share 0.207 \
    cp_data_arrival_time_ns 1.73 \
    final.setup_skew_ns 0.00359 \
    rr_startpoint "state[0]$_DFFE_PP0P_" \
    area_inside_the_core_boundary_mm2 0.00342 \
    power_per_cell_area_mw_per_mm2 1200 \
    via_count 163 \
    log.warning_count 29 \
    endpoint_of_the_lowest_slack_register_to_register_path "state[1]$_DFFE_PP0P_" \
    overflow 0 \
    number_of_distinct_library_cells_after_synthesis 9 \
    synthDominantCellAreaShare 0.236 \
    cts.reportedPaths.clkPinSlew_ns 0.03 \
    cp_max_fo 4 \
    drcViolationCount 0 \
    numClockSinks 3 \
    worst_ep_required_time_ns 2.21 \
    placementRows 21 \
    hold_slack_ns 0.381 \
    synth.avg_cell_area_um2 11.1 \
    die.size.x_um 80 \
    ctsResizeCount 0 \
    synth-main-ff-cell "dfrtp_1" \
    max_clock_freq_ghz 0.616 \
    ff2ff_path_depth 4 \
    seq_area_um2 80.1 \
    core_util_floorplan 0.0777 \
    synth_chip_area_um2 265 \
    startpoint_type "flip-flop" \
    route.final.wire_length_um 423 \
    area.combinational_um2 140 \
    worst_path_max_delay_cell "dfrtp_1" \
    unrepaired_setup_endpoints_after_global_routing "false" \
    maxSlewViolCount 0 \
    cts_inserted_buffers 3 \
    n_fill_cell 397 \
    layout_min_cycle_time_ns 1.62 \
    clock_tree.htree_level_count 1 \
    commonest_cells_in_the_netlist "buf_4, ha_1, inv_1" \
    regToRegSetupSlack_ns 0.48 \
    detailedRoute.firstPassIterationCount 1 \
    synth.largest_area_cell "ha_1" \
    gp_congestion 0.755 \
    clockRootBuffer "clkbuf_4" \
    port-buffer-count 3 \
    detailedRoute.firstIterationViolations 0 \
    area_growth_syn_to_layout_pct 33.0 \
    report.final.setup_viol 0 \
    grt_pass1_wl_um 738 \
    fin_crit_sh 0.773 \
    post_synth_inst_count 24 \
    final.setup.tns_ns 0 \
    top_cells_by_area "ha_1, dfrtp_1, buf_4" \
    detail_route.antenna_diodes 0 \
    count_of_maximum_capacitance_violations 0 \
    critical_path.top_delay_family "flip-flops" \
    post_cts.repair.setup_buffers 0 \
    cts_hold_repair.buffers 0 \
    synth_stat.cells 24 \
    globalRouteTotalUtil 0.0148 \
    timing.critical_path.cells "inv_1, ha_1, a2111oi_4, mux2_2" \
    peak_supply_drop_mv 0.233 \
    hold_violations 0 \
    ys.flops 3 \
    drt.antenna.violating_nets 0 \
    clock_tree_from_tritoncts "built" \
    cts.path.max_buffers 2 \
    hp-class "input pin to asynchronous set/reset pin" \
    max_stage_delay_ns 0.39 \
    enable_flop_cells 1 \
    async_flop_share 0.667 \
    mappedNetlistArea_um2 265 \
    p_leak_uw 0.000149 \
    grt_start_max_net_pins 5 \
]
flip-flops by register name (all words and copies together) (netlist names):
name and flops:
start_stop_tap 1, state 2
worst register-to-register path, cell delays in order, from the launching register on:
cell and delay, ns:
dfrtp_1 0.39, inv_1 0.10, ha_1 0.25, a2111oi_4 0.39
mux2_2 0.37
report_power, final:
group | internal, µW | switching, µW | total, µW
sequential | 92.0 | 21.4 | 113
combinational | 117 | 94.6 | 211
clock | 71.1 | 29.1 | 100
total | 280 | 145 | 425
routing by layer:
| layer | track usage | up-vias | share of wire |
|---|---|---|---|
| met1 | 0.0147 | 74 | 0.46 |
| met2 | 0.0201 | 10 | 0.34 |
| met3 | 0.0170 | 0 | 0.20 |
| met4 | 0.00352 | 0 | 0 |
| li1 | - | 79 | - |
| met5 | 0 | - | 0 |
stage by stage:
step	std cells	cell area, µm²	utilization	total power, µW	worst slack [ns]
after detailed placement	71	327	0.0956	329	0.315
after global routing	75	353	0.103	467	0.376
after floorplan	27	277	-	286	0.581
after CTS	75	353	0.103	433	0.482
final	75	353	0.103	425	0.477
after global placement	71	327	0.0956	311	0.346
kinds of logic after synthesis:
kind of cell,synth area share
adder cells (fa/ha/maj),0.236
buffers and inverters,0.212
other,0.0283
flip-flops,0.302
multiplexers,0.0849
AND-OR/OR-AND,0.137
area by class of cell:
cell class              instances  area share
inverters                       5      0.0532
clock buffers                   4      0.0745
flip-flops and latches          3       0.227
well taps                      46       0.163
repair buffers                  3      0.0851
multi-input cells              14       0.397
worst max-delay path by stage:
stage                                start                        to  slack [ns]  cells past startpoint
after CTS             state[0]$_DFFE_PP0P_      state[1]$_DFFE_PP0P_        0.48                      4
after global routing  state[0]$_DFFE_PP0P_  start_stop_tap$_DFFE_PP_        0.38                      3
final                 state[0]$_DFFE_PP0P_      state[1]$_DFFE_PP0P_        0.48                      4
placed cells by master (no fill, tap or decap):
cell             n
inv_1            5
ha_1             5
conb_1           5
clkbuf_4         3
clkdlybuf4s50_1  3
mux2_2           2
dfrtp_1          2
a2111oi_4        1
a2111oi_0        1
clkbuf_1         1
edfxtp_1         1
Power is estimated from default activity; no workload was simulated.
